==> flow/design.v <==
module buffer1(clk, rst, inSignal, outSignal, state);
	input clk, rst;
	input [2:0] inSignal;
	output [2:0] outSignal;
	output [3:0] state;
	wire flushIn, collectIn, standbyIn;
	reg flushOut, collectOut, standbyOut;
	reg [3:0] ps, ns;
	assign flushIn = inSignal[0];
	assign collectIn = inSignal[1];
	assign standbyIn = inSignal[2];
	assign outSignal[0] = flushOut;
	assign outSignal[1] = collectOut;
	assign outSignal[2] = standbyOut;
	assign state = ps;
	always @(*) begin
		case(ps)
			4'b0000: if (standbyIn)
							ns = 4'b0001;
						else
							ns = ps;
			4'b0001: if (collectIn)
							ns = 4'b0010;
						else
							ns = ps;
			4'b0010: begin
							ns = 4'b0011; 
							flushOut = 0;
							collectOut = 0;
							standbyOut = 0;
						end
			4'b0011: ns = 4'b0100;
			4'b0100: ns = 4'b0101;
			4'b0101: ns = 4'b0110;
			4'b0110: ns = 4'b0111;
			4'b0111: begin
							ns = 4'b1000;
							flushOut = 1;
						end
			4'b1000: begin
							ns = 4'b1001;
							flushOut = 0;
						end
			4'b1001: ns = 4'b1010;
			4'b1010: begin
							ns = 4'b1011;
							standbyOut = 1;
						end
			4'b1011: begin
							ns = 4'b1100;
							collectOut = 1;
							standbyOut = 0;
						end
			4'b1100: begin
							if (flushIn)
								ns = 4'b1101;
							else
								ns = ps;
							collectOut = 0;
						end
			4'b1101: ns = 4'b0000;
			default: ns = 4'bxxxx;
		endcase
	end
	always @(posedge clk or posedge rst)
		if(rst)
			ps <= 4'b0010;
		else
			ps <= ns;
endmodule
==> flow/run.sh <==
#!/bin/bash
# OpenROAD 26Q1-2900-gdf79404cd8, Yosys 0.63+post, stock flow scripts
make -C /OpenROAD-flow-scripts/flow DESIGN_CONFIG=/design/flow/config.mk WORK_HOME=/design/flow/orfs finish
==> flow/config.mk <==
export PLATFORM = sky130hd
export DESIGN_NAME = buffer1
export DESIGN_NICKNAME = buffer1
export VERILOG_FILES = /design/flow/design.v
export SDC_FILE = /design/flow/constraint.sdc
export NUM_CORES = 4
export LEC_CHECK = 1
export CORE_AREA = 10 10 70 70
export DIE_AREA = 0 0 80 80
==> flow/constraint.sdc <==
current_design buffer1

set clk_period 1.3
set clk_io_pct 0.2

create_clock -name clk0 -period $clk_period [get_ports {clk}]

set non_clock_inputs [all_inputs -no_clocks]
set_input_delay [expr $clk_period * $clk_io_pct] -clock clk0 $non_clock_inputs
set_output_delay [expr $clk_period * $clk_io_pct] -clock clk0 [all_outputs]
==> flow_summary.toml <==
# flow metrics
[sta]
setup_violations = 0
tightest_slew_ns = 0.227
hold_violations = 0
final_max_slew_viol_count = 0
skew_ns = 0.00709
finalCritPeriodShare = 0.935
min_period_ns = 1.22
untimed_endpoints = 6
relSlewSlack = 0.848
timing.hold.ws_ns = 0.218
rsz0062_at_grt = "false"
unclocked_regs = 3
finalSetupTns_ns = 0
max_freq_ghz = 0.823

[min_path]
hold_path.class = "in2async"

[job]
openroad.warnings = 25
cap_violations = 0

[worst_setup_path]
worstSetupPathType = "reg2out"
critPathArrivalTime_ns = 0.96
critPathTopFamily = "flip-flops"
cp_num_buf_inv = 1
required_ns = 1.04
critPathMaxFanout = 2
cp-start-kind = "flop"
path_cells = "dlygate4sd2_1"
ff2ff_setup_slack_ns = 0.13
end_kind = "output pin"
max_stage_delay_ns = 0.52
slowest_stage = "dfstp_2"

[clock_tree]
htree_levels = 1
clock_path_buffers = 2
root_buffer = "clkbuf_4"
clk_latency_ns = 0.24
cts_tree = "yes"
clkTransAtPathRegs_ns = 0.04
cts_buffers = 3

[die]
pin_count = 12
coreArea_sq_um = 3420
die_h_um = 80
die-area_sq_um = 6400
fp_util = 0.111
die_w_um = 80
fp-row-count = 21

[global_route]
grt_util_met1 = 0.0329
grt_overflow_total = 0
antenna_found_initial = 0
grt_pass1_wl_um = 1540
grt_pass1_vias = 355
grt.busiest_layer = "met2"
met3_usage = 0.0148
grt_use_met2 = 0.0482
grt_use_total = 0.0290
grt_max_degree = 11

[power]
power_leakage_nw = 0.241
ir_drop_v = 0.000525
power_density_nw_per_um2 = 2120

[synthesis]
ys_top_cells_by_area = "dfrtp_1, dlxtn_1, dfstp_2"
top_cell_area_share = 0.198
syn_area_sq_um = 379
synth.avg_cell_area_sq_um = 8.42
netlist_instances = 45
ys_types = 22
synth_stat.cells = 45
synth-warning-count = 1
ys_ff = 7
ys_area_sq_um = 379
yosysTopAreaCell = "dfrtp_1"

[route]
diodes = 0
dr.pass1.iters = 4
wl_per_cell_um = 8.39
route.detailed.drc = 0
postRouteAntennaNets = 0
avgViaCountPerCell = 3.29
drtIter0Drc = 58
vias = 342
routed_wl_um = 873

[final_layout]
stdcell_area_sq_um = 552
areaGrowthSynthToFinish_pct = 45.5
fin_util = 0.162
fillCellCount = 388
layout_top_cells = "clkdlybuf4s50_1, inv_1, buf_4"
drive_above_1_share = 0.190
layout_top_cell = "clkdlybuf4s50_1"

[status]
status = "finished clean"

[place]
hpwl_um = 695
placed_area_sq_um = 522
gp_congestion = 0.750
port_buffers = 11
==> state kept, by name, summed over array words and instances (netlist names) <==
register and flops:
ps 4, flushOut 1, standbyOut 1, collectOut 1
==> synth_stat cells (all sizes together) <==
cell,number
buf,7
inv,5
a21oi,4
nor2,4
dfrtp,3
dlxtn,3
and3,2
nand2b,2
o21ai,2
o22ai,2
or3,2
a21o,1
a221oi,1
a22oi,1
a32oi,1
dfstp,1
nand2,1
nor2b,1
nor3,1
xnor2,1
==> final cells by class <==
cell class,count,area [sq um],share of cell area
Multi-Input combinational cell,26,159,0.288
Sequential cell,7,148,0.268
Timing Repair Buffer,16,143,0.259
Tap cell,46,57.6,0.104
Clock buffer,4,26.3,0.0476
Inverter,5,18.8,0.0340
==> worst paths after layout <==
check                           startpoint  endpoint  cells after the start
worst max-delay path                 ps[1]  state[1]                      1
worst min-delay path                   rst     ps[2]                      2
worst max register to register       ps[3]     ps[1]                      4
worst min register to register       ps[3]     ps[1]                      2
max in group asynchronous              rst     ps[1]                      2
min in group clk0                    ps[3]     ps[1]                      2
==> kinds of logic after synthesis <==
logic type                Yosys count  synth area share
DFF                                 4             0.267
xor gates and xnor gates            1            0.0231
buffers and inverters              12             0.195
and+or+nand+nor                    13             0.198
latches                             3             0.119
AOI/OAI and AO/OA                  12             0.198
==> metal layers <==
layer,part of all wire,vias up
li1,-,176
met1,0.43,154
met2,0.47,10
met3,0.072,2
met4,0.022,0
met5,0,-
==> per-stage QoR <==
stage / cells / worst slack, ns / power (W)
4_1_cts: 104 / 0.0694 / 0.00119
3_5_place_dp: 99 / 0.0271 / 0.00103
5_1_grt: 104 / 0.0404 / 0.00130
3_3_place_gp: 99 / 0.0362 / 0.00101
6_report: 104 / 0.0842 / 0.00117
2_1_floorplan: 45 / 0.179 / 0.000791
==> where the power goes <==
group / internal, W / switching (W)
clock: 0.000116 / 0.0000585
sequential: 0.000258 / 0.0000391
combinational: 0.000371 / 0.000328
total: 0.000745 / 0.000426
==> repair_timing <==
item,CTS,global route
setup endpoints to repair,4,0
hold buffers,0,0
gates resized,5,0
buffers inserted,1,0
Power and IR drop assume default switching activity.
