### ./config.mk
export PLATFORM = sky130hd
export DESIGN_NAME = display
export DESIGN_NICKNAME = display
export VERILOG_FILES = /design/flow/design.v
export SDC_FILE = /design/flow/constraint.sdc
export NUM_CORES = 4
export LEC_CHECK = 1
export CORE_AREA = 10 10 70 70
export DIE_AREA = 0 0 80 80
### ./constraint.sdc
current_design display

set clk_period 1.7
set clk_io_pct 0.2

create_clock -name clk0 -period $clk_period

set non_clock_inputs [all_inputs -no_clocks]
set_input_delay [expr $clk_period * $clk_io_pct] -clock clk0 $non_clock_inputs
set_output_delay [expr $clk_period * $clk_io_pct] -clock clk0 [all_outputs]
### ./design.v
module display(state, HEXout1, HEXout2, LED);
	input [3:0] state;
	output [6:0]HEXout1, HEXout2;
	reg [6:0]HEX1, HEX2;
	output reg LED;
	assign HEXout1 = ~HEX1;
	assign HEXout2 = ~HEX2;
	always @(*)
		case(state)
			4'b0000: begin
							HEX1 = 7'b0111111;
							HEX2 = 7'b0111000;
							LED = 0;
						end
			4'b0001:	begin
							HEX1 = 7'b0111111;
							HEX2 = 7'b1101101;
							LED = 0;
						end
			4'b0010:begin
							HEX1 = 7'b0111111;
							HEX2 = 7'b0111001;
							LED = 0;
						end
			4'b0011:begin
							HEX1 = 7'b0000110;
							HEX2 = 7'b0111001;
							LED = 0;
						end
			4'b0100:begin
							HEX1 = 7'b1011011;
							HEX2 = 7'b0111001;
							LED = 0;
						end
			4'b0101:begin
							HEX1 = 7'b1001111;
							HEX2 = 7'b0111001;
							LED = 0;
						end
			4'b0110:begin
							HEX1 = 7'b1100110;
							HEX2 = 7'b0111001;
							LED = 0;
						end
			4'b0111:begin
							HEX1 = 7'b1101101;
							HEX2 = 7'b0111001;
							LED = 0;
						end
			4'b1000:begin
							HEX1 = 7'b1111101;
							HEX2 = 7'b0111001;
							LED = 0;
						end
			4'b1001:begin
							HEX1 = 7'b0000111;
							HEX2 = 7'b0111001;
							LED = 0;
						end
			4'b1010:begin
							HEX1 = 7'b1111111;
							HEX2 = 7'b0111001;
							LED = 1;
						end
			4'b1011:begin
							HEX1 = 7'b1101111;
							HEX2 = 7'b0111001;
							LED = 1;
						end
			4'b1100:begin
							HEX1 = 7'b1110001;
							HEX2 = 7'b0000110;
							LED = 1;
						end
			4'b1101:begin
							HEX1 = 7'b1101101;
							HEX2 = 7'b1110001;
							LED = 0;
						end
			default: begin
							HEX1 = 7'b0000000;
							HEX2 = 7'b0000000;
							LED = 0;
						end
		endcase
endmodule
### ./run.sh
#!/bin/bash
# OpenROAD 26Q1-2900-gdf79404cd8, Yosys 0.63+post, stock flow scripts
make -C /OpenROAD-flow-scripts/flow DESIGN_CONFIG=/design/flow/config.mk WORK_HOME=/design/flow/orfs finish
==> qor.yml <==
yosys:
  ys_seq_share_pct: 0
  yosysTopAreaCellShare_pct: 11.76
  yosys.cell_types.count: 23
  netlist_area_sq_um: 255.2
  yosys.area.top_type: "a21o_1"
  yosysWarnings: 1
  syn-mean-instance-area_sq_um: 6.077
  fa_ha_area_share_pct: 0
  simple_gate_area_share_pct: 40.20
  top_logic_kind: "simple AND/OR/NAND/NOR gates"
  yosys_area_sq_um: 255.2
  ys_sh_xor_pct: 3.431
  top_cells_by_area: "a21o_1 (12%), nor2_1 (8.8%), a21oi_1 (5.9%)"
  ys_cells: 42
  top_cell: "nor2_1"
  syn_inst: 42
  ys_sh_aoi_pct: 36.27
  common_cells: "nor2_1 (6), a21o_1 (4), nand2_1 (4)"
  mux_share_pct: 4.412
run:
  warning_count: 32
  cap_violations: 0
timing:
  period_needed_ns: 1.646
  max_freq_mhz: 607.7
  hold_ws_ns: 1.107
  period_used_pct: 96.80
  finalSetupViolations: 0
  finalSetupTns_ns: 0
  maxSlewViolCount: 0
  final_hold_viol_count: 0
  rsz0062_at_grt: "no"
  relSlewSlack_pct: 85.62
  worst_pin_slew_ns: 0.2143
critical_path:
  cp_slowest_cell: "clkdlybuf4s50_1"
  worst_ep_required_time_ns: 1.36
  start_kind: "primary input"
  path_class: "primary input to output pin"
  path_delay_family: "buffers and inverters"
  critPathArrivalTime_ns: 1.31
  cp-end-kind: "output pin"
  critical_path_buf_inv_count: 3
  cpPeakStageDelay_ns: 0.46
  crit_chain: "buf_4 > buf_6 > o21ai_2 > and2_1 > clkdlybuf4s50_1"
  crit_fanout: 6
global_route:
  grt_use_met1_pct: 4.021
  gr-total-overflow: 0
  met2_usage_pct: 5.939
  gr-usage-all-layers_pct: 3.186
  grt_max_degree: 8
  grt_pass1_wl_um: 1780
  met3_usage_pct: 0.3409
  busiest_layer: "met2"
  grt_pass1_vias: 369
  antenna_found_initial: 0
floorplan:
  fp_util_pct: 7.473
  ios: 19
  chipArea_sq_um: 6400
  core_sq_um: 3416
  row_count: 21
  die_y_um: 80
  die_w_um: 80
layout:
  comb_area_sq_um: 261.5
  finalNonFillerCells: 117
  n_clock_buffer: 0
  design.seq.count: 0
  syn_to_final_growth_pct: 145.1
  finish.instance_area_sq_um: 625.6
  fill_cells: 378
  drive_above_1_share_pct: 46.48
  seqCellArea_sq_um: 0
pwr:
  p_leak_nw: 0.3094
  p_per_area_nw_per_um2: 225.9
  power_mw: 0.1413
  irDropWorstVdd_v: 0.00003330
detailed_routing:
  firstDrtPassIters: 3
  via_per_inst: 3.419
  vias: 400
  diodes: 0
  postRouteAntennaNets: 0
  drc: 0
  routed_wl_um: 1230
  wl_per_cell_um: 10.51
  drt_iter0_drc: 15
min_path:
  hold_class: "primary input to output pin"
place:
  port_buffers: 19
  placed_area_sq_um: 511.7
  place_inst: 108
  place.gp.congestion: 0.7889
  dp_hpwl_um: 797.6
outcome:
  status: "complete, no violations"
clock_tree:
  ctsHoldBuffers: 0
[final timing paths]
check                    start         end  depth (start not counted)
worst max-delay path  state[1]  HEXout1[2]                          5
worst min-delay path  state[3]  HEXout1[3]                          4
[kinds of logic after synthesis]
logic type | count (synthesis)
and+or+nand+nor | 20
AOI/OAI and AO/OA | 14
buffers and inverters | 6
xor gates and xnor gates | 1
muxes | 1
[routing by layer]
metal,wire length (um),up-vias
met1,536,188
met4,0,0
met5,0,-
met3,95,0
li1,-,202
met2,599,10
[cell usage in the layout (no fill, tap or decap), types with 2 or more instances in the layout]
| cell type | count |
|---|---|
| buf_4 | 15 |
| dlygate4sd2_1 | 8 |
| clkdlybuf4s50_1 | 5 |
| a21o_1 | 4 |
| buf_6 | 4 |
| nor2_1 | 3 |
| nand2_1 | 3 |
| and2_4 | 2 |
| nor2_2 | 2 |
| a21oi_2 | 2 |
| dlymetal6s2s_1 | 2 |
[cell type report]
class	count	area share (%)
repair buffers	34	48.40
inverters	1	0.6000
well taps	46	9.200
multi-input cells	36	41.80
[power breakdown]
part,switching [mW],leakage (nW),total (mW),internal (mW)
clock network,0,0,0,0
logic,0.0546,0.309,0.141,0.0867
registers,0,0,0,0
total,0.0546,0.309,0.141,0.0867
[stage by stage]
| step | setup slack (ns) | utilization (%) |
|---|---|---|
| finish | 0.05435 | 18.32 |
| global placement | -0.5360 | 14.98 |
| global route | 0.005105 | 18.32 |
| floorplan | 0.4763 | - |
| CTS | 0.007466 | 16.63 |
| detailed placement | -0.5273 | 14.98 |
[repair_timing]
item,in CTS,in global routing
setup endpoints to repair,15,3
pin swaps,6,5
cloned,1,0
setup buffers,3,5
endpoints found under the hold margin,0,0
resized,44,9
Power is estimated from default activity; no workload was simulated.
