### design/flow/design.v
module DE1_SoC(CLOCK_50, HEX0, HEX1, HEX2, HEX3, HEX4, HEX5, KEY, LEDR, SW);
	input  CLOCK_50;  
	input  [3:0] KEY;  
	input  [9:0] SW;
	output  [6:0] HEX0, HEX1, HEX2, HEX3, HEX4, HEX5;
	output  [9:0] LEDR;
	reg [25:0] tBase;
	always@(posedge CLOCK_50) tBase <= tBase + 1'b1;
	assign HEX2 = 7'b1111111;
	assign HEX3 = 7'b1111111;
	assign HEX4 = 7'b1111111;
	assign HEX5 = 7'b1111111;
	wire rst;
	avoidMeta avoidMeta_rst(.clk(tBase[0]), .in(KEY[0]), .out(rst));
	wire k1,k2,sw0,sw1,sw2,sw3, key1, key2;
	avoidMeta avoidMeta_key1(.clk(tBase[0]), .in(KEY[1]), .out(key1));
	avoidMeta avoidMeta_key2(.clk(tBase[0]), .in(KEY[2]), .out(key2));
	assign sw2 = SW[2];
	assign sw3 = SW[3];
	userInput key_1(.clk(tBase[24]), .reset(rst), .inputSig(~key1), .actualIn(k1));
	userInput key_2(.clk(tBase[24]), .reset(rst), .inputSig(~key2), .actualIn(k2));
	userInput switch0(.clk(tBase[24]), .reset(rst), .inputSig(SW[0]), .actualIn(sw0));
	userInput switch1(.clk(tBase[24]), .reset(rst), .inputSig(SW[1]), .actualIn(sw1));
	wire arrivalGate, departureGate;
	wire [3:0] waterDiff;
	pound myPound(.clk(tBase[24]), .rst(rst), .waterDiff(waterDiff), .arrivalGate(arrivalGate), .departureGate(departureGate), .raise(k1), .lower(k2), .arrivalControl(sw2), .departureControl(sw3));
	HEXDisplay myDisplay(.rst(rst), .HEXout1(HEX1), .HEXout0(HEX0), .waterDiff(waterDiff));
	gondola arrival (.clk(tBase[24]), .rst(rst), .arrived(LEDR[0]), .signal(sw0), .gate(arrivalGate));
	gondola departure (.clk(tBase[24]), .rst(rst), .arrived(LEDR[1]), .signal(sw1), .gate(departureGate));
	assign LEDR[2] = ~arrivalGate;
	assign LEDR[3] = ~departureGate;
	assign LEDR[9] = sw0;
	assign LEDR[8] = sw1;
endmodule
module HEXDisplay(rst, HEXout1, HEXout0, waterDiff);
   input rst;
	input [3:0] waterDiff;
	output [6:0] HEXout1,HEXout0;
	reg [6:0] HEX1, HEX0;
	assign HEXout1 = ~HEX1;
	assign HEXout0 = ~HEX0;
	always @(*) begin
		if (!rst) begin
			HEX1 = 7'b0000000;
			HEX0 = 7'b0000000;
		end else
			case(waterDiff)
				4'b0000: begin HEX1 = 7'b0111111; HEX0 = 7'b0111111;end  
				4'b0001: begin HEX1 = 7'b0111111; HEX0 = 7'b1111101;end  
				4'b0010: begin HEX1 = 7'b0000110; HEX0 = 7'b1001111;end  
				4'b0011: begin HEX1 = 7'b0000110; HEX0 = 7'b1101111;end  
				4'b0100: begin HEX1 = 7'b1011011; HEX0 = 7'b1101101;end  
				4'b0101: begin HEX1 = 7'b1001111; HEX0 = 7'b0000110;end  
				4'b0110: begin HEX1 = 7'b1001111; HEX0 = 7'b1111111;end  
				4'b0111: begin HEX1 = 7'b1100110; HEX0 = 7'b1100110;end  
				4'b1000: begin HEX1 = 7'b1101101; HEX0 = 7'b0111111;end  
				4'b1001: begin HEX1 = 7'b1100110; HEX0 = 7'b1001111;end  
				4'b1010: begin HEX1 = 7'b1001111; HEX0 = 7'b1111101;end  
				4'b1011: begin HEX1 = 7'b1011011; HEX0 = 7'b1101111;end  
				4'b1100: begin HEX1 = 7'b1011011; HEX0 = 7'b0000110;end  
				4'b1101: begin HEX1 = 7'b0000110; HEX0 = 7'b1100110;end  
				4'b1110: begin HEX1 = 7'b0111111; HEX0 = 7'b0000111;end  
				default: begin HEX1 = 7'b0000000; HEX0 = 7'b0000000;end 
			endcase
	end
endmodule
module avoidMeta(clk, in, out);
	input clk, in;
	output out;
	reg in1, in2;
	assign out = in2;
	always @(posedge clk)
		in1 <= in;
	always @(posedge clk)
		in2 <= in1;
endmodule
module gondola(clk, rst, arrived, signal, gate);
	input clk, rst, signal, gate;
	output reg arrived;
	reg [2:0] ps, ns;
	always @(*)
		case (ps)
			3'b000: begin
							if (signal)
								ns = 3'b001;
							else
								ns = ps;
							arrived = 0;
						end
			3'b101: begin
						  arrived = 1;
						  ns = ps + 3'b001;
					  end
			3'b110: if (!gate) begin
							arrived = 0;
							ns = 3'b000;
					  end else begin
							arrived = 1;
							ns = ps;
					  end
			default: begin
							arrived = 0;
						   ns = ps + 3'b001;
						end
		endcase
	always @(posedge clk or negedge rst) begin
		if (!rst)
			ps <= 3'b000;
		else
			ps <= ns;
	end
endmodule
module pound(clk, rst, waterDiff, arrivalGate, departureGate, raise, lower, arrivalControl, departureControl);
	input clk, rst, raise, lower;
	input arrivalControl, departureControl;  
	output [3:0] waterDiff;
	output arrivalGate, departureGate;  
	reg [3:0] ps, ns;
	reg departureLock, arrivalLock;  
	assign arrivalGate = ~(~arrivalLock & arrivalControl); 
	assign departureGate = ~(~departureLock & departureControl);
	assign waterDiff = ps;
	always @(*) begin
		case(ps)
			4'b0000: begin
							if (raise && arrivalGate && departureGate)
								ns = 4'b0001;
							else
								ns = 4'b0000;
							departureLock = 1;
							arrivalLock = 0;
						end
			4'b1000: begin
							if (lower && arrivalGate && departureGate)
								ns = 4'b1001;
							else
								ns = 4'b1000;
							departureLock = 0;
							arrivalLock = 1;
						end
			4'b0111: begin
							ns = 4'b1000;
							departureLock = 0;
							arrivalLock = 1;
						end
			4'b1110: begin
							ns = 4'b0000;
							departureLock = 1;
							arrivalLock = 0;
						end
			default: begin
							ns = ps + 4'b0001;
							arrivalLock = 1;
							departureLock = 1;
						end
		endcase
	end
	always @(posedge clk or negedge rst) begin
		if (!rst)
			ps <= 4'b0000;
		else
			ps <= ns;
	end
endmodule
module userInput (clk, reset, inputSig, actualIn);
	input clk, inputSig, reset;
	output actualIn;
	reg ps, ns;
	assign actualIn = (~ps & inputSig);
	always @(*)		
		ns = inputSig;
	always @(posedge clk or negedge reset)
		if (!reset)
			ps <= 1'b0;
		else
			ps <= ns;
endmodule
### design/flow/run.sh
#!/bin/bash
# OpenROAD 26Q1-2900-gdf79404cd8, Yosys 0.63+post, stock flow scripts
make -C /OpenROAD-flow-scripts/flow DESIGN_CONFIG=/design/flow/config.mk WORK_HOME=/design/flow/orfs finish
### design/flow/config.mk
export PLATFORM = sky130hd
export DESIGN_NAME = DE1_SoC
export DESIGN_NICKNAME = DE1_SoC
export VERILOG_FILES = /design/flow/design.v
export SDC_FILE = /design/flow/constraint.sdc
export NUM_CORES = 4
export LEC_CHECK = 1
export CORE_UTILIZATION = 40
### design/flow/constraint.sdc
current_design DE1_SoC

set clk_period 4.3
set clk_io_pct 0.2

create_clock -name clk0 -period $clk_period [get_ports {CLOCK_50}]

set non_clock_inputs [all_inputs -no_clocks]
set_input_delay [expr $clk_period * $clk_io_pct] -clock clk0 $non_clock_inputs
set_output_delay [expr $clk_period * $clk_io_pct] -clock clk0 [all_outputs]
==> results.cfg <==
; synthesis and place-and-route metrics
[pwr]
power_density_nw_per_um2 = 137
p_sw_uw = 73.7
p_leak_nw = 1.18
internal_power_uw = 304
power_frac_comb_pct = 2.6
power_uw = 377
sequentialPowerShare_pct = 61.4
netSwitchingFraction_pct = 19.5
clkPwrFrac_pct = 36.1
ir_drop_uv = 173

[setup_path]
crit_path_end_kind = primary output
cp_common_cell = clkdlybuf4s50_1
startpoint_type = primary input
reg2regPathDepth = 5
crit_path_cell_trace = clkdlybuf4s50_1 -> o21ai_1 -> a21oi_1 -> nor2b_1 -> clkdlybuf4s50_1
reg2reg_from = tBase[0]$_DFF_P_
worst-setup-path-type = primary input to primary output
rrSetupSlack_ns = 2.56
slowest_delay_ns = 0.48
cp_slowest_cell = clkdlybuf4s50_1
critPathRequiredTime_ns = 3.44
rr_endpoint = tBase[12]$_DFF_P_
path_max_fanout = 6
worst_ep_arrival_time_ns = 2.27

[worst_hold_path]
holdPathStages = 1
worst_hold_path_type = flop to flop
min_to = tBase[19]$_DFF_P_
hp-start = tBase[19]$_DFF_P_

[final_timing]
fmax_mhz = 319
fin_crit_ns = 3.13
slew-limit-headroom_pct = 50.3
fin_crit_sh_pct = 72.9
slew_viol_final = 0
finClkSkew_ns = 0.00503
finalSetupViolations = 0
tightestPinTransition_ns = 0.746
hold_viol_final = 0
rsz0062_at_grt = false
unclocked_pins = 20
untimed_endpoints = 34
hold_ws_ns = 0.454
fin_setup_tns_ns = 0

[synth]
yosys-stat-cells = 278
syn_area_sq_um = 2530
postSynthCellCount = 278
yosysUniqueCellTypes = 45
synth-edff-count = 0
synth_chip_area_sq_um = 2530
ys_seq_share_pct = 38.4
ys_warn_count = 10
ys.flops = 45
synth-main-ff-cell = dfxtp_1
syn_area_per_cell_sq_um = 9.10
async_flop_share_pct = 31.1

[grt]
grt_util_all_layers_pct = 12.0
grt_use_met3_pct = 2.03
grtUsageMet1_pct = 20.0
grt_pass1_vias = 1391
grt_use_met2_pct = 17.3
grt_max_degree = 29
grt_busiest_layer = met1
grt_overflow_total = 0
grt_pass1_wl_um = 6260
antenna_found_initial = 0

[outcome]
status = finished clean

[floorplanning]
chipArea_sq_um = 6650
die_width_um = 81.5
io_pins = 67
core-area_sq_um = 6030
rows = 28
dieHeight_um = 81.5
fp_util_pct = 42.0

[clocking]
cts_tree = built
clkTransAtPathRegs_ns = 0.09
h-tree-depth = 1
cts_buffer_depth = 2
cts-resized-gates = 0
postCtsHoldBufs = 0
clk_latency_ns = 0.26
cts_setup_buffers = 0
cts_made_buffers = 3
cts_root_buf = clkbuf_8

[cells_and_area]
fin_util_pct = 45.6
drive_above_1_share_pct = 4.41
area_growth_pct = 8.61

[drt]
drtAntennaViolNets = 0
first_pass_iters = 6
antennaDiodeCount = 0
drt_iter0_drc = 43
routed_wl_um = 3750
wire_per_inst_um = 10.1
via_count = 1715
route.detailed.drc = 0
via_per_inst = 4.64

[placement]
gp_congestion = 0.789
hpwlAfterDp_um = 2770
io_buffers = 27

[job]
warnings = 43
cap_viol_max_count = 0
[routing by layer]
metal / wire, um / part of all wire [%]
met5: 0 / 0
met4: 0 / 0
met3: 153 / 4.1
met2: 1590 / 42
met1: 2010 / 54
[critical path: cells and delay by family]
family	cells	cell delay (ns)
buf+inv	2	0.89
compound gates	2	0.41
simple gates	1	0.12
[cell usage in the layout (no fill, tap or decap), drive strengths merged, types with 2 or more instances in the layout]
cell	netlist	layout
nand3b	2	2
nand4	5	5
ha	15	15
xor2	8	8
nand2	17	17
a31oi	2	2
and4	5	5
xnor2	15	15
and3	4	4
nor3	4	4
o311ai	2	2
conb	2	32
nand2b	6	6
nor2b	7	7
a21oi	12	12
clkdlybuf4s50	0	27
o21ai	12	12
a211o	2	2
a21boi	2	2
inv	14	14
dfrtp	14	14
o211ai	5	5
nand3	15	15
dfxtp	31	31
nor4	2	2
nor2	20	20
clkbuf	4	3
[flip-flops by register name, indices dropped and copies added (netlist names)]
register	flops
avoidMeta_rst.in2	1
departure.ps	3
avoidMeta_key1.in1	1
myPound.ps	4
switch0.ps	1
avoidMeta_rst.in1	1
avoidMeta_key1.in2	1
switch1.ps	1
tBase	25
key_2.ps	1
key_1.ps	1
avoidMeta_key2.in2	1
arrival.ps	3
avoidMeta_key2.in1	1
[cell usage after synthesis (all sizes together), types with 4 or more instances]
library cell / count / share of area (%)
nand2b: 6 / 1.5
nand3: 15 / 3.0
ha: 15 / 7.4
xor2: 8 / 3.1
nor2b: 7 / 1.7
nor3: 4 / 1.7
clkbuf: 4 / 0.59
a21oi: 12 / 2.4
buf: 41 / 12
inv: 14 / 2.1
nor2: 20 / 3.0
nand2: 17 / 2.5
dfrtp: 14 / 14
o21ai: 12 / 2.4
xnor2: 15 / 5.2
dfxtp: 31 / 25
and3: 4 / 1.0
and4: 5 / 1.8
o211ai: 5 / 1.5
nand4: 5 / 1.8
[worst max-delay path by stage]
stage / startpoint / end / slack [ns] / cells past startpoint
global route: SW[2] / LEDR[0] / 1.04 / 5
finish: SW[2] / LEDR[0] / 1.17 / 5
CTS: SW[2] / LEDR[0] / 1.15 / 5
[power by group through the flow]
| stage | clock network, mW | registers, mW | logic [mW] |
|---|---|---|---|
| final | 0.136 | 0.232 | 0.00973 |
| after global routing | 0.154 | 0.232 | 0.0120 |
| after CTS | 0.143 | 0.232 | 0.0102 |
[metrics by stage]
step | setup slack [ns] | cell area (sq um) | cells
after floorplan | 2.10 | 2640 | 308
after global placement | 1.15 | 2700 | 366
after detailed placement | 1.16 | 2700 | 366
after CTS | 1.15 | 2750 | 370
after global routing | 1.04 | 2750 | 370
final | 1.17 | 2750 | 370
[final cells by class]
class	instances	area (sq um)
clock inverters	1	5.00
clock buffers	3	41.3
repair buffers	28	278
multi-input cells	204	1310
well taps	75	93.8
flip-flops and latches	45	971
inverters	14	52.6
fillers	574	3280
[logic make-up after synthesis]
family	synth area share [%]
adder cells (fa/ha/maj)	7.42
AND-OR/OR-AND	11.1
AND/OR/NAND/NOR	19.7
XOR/XNOR	8.26
multiplexers	0.445
flip-flops	38.4
buffers and inverters	14.4
other	0.297
